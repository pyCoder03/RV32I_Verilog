File: flow/config.mk
export PLATFORM = sky130hd
export DESIGN_NAME = Reg_File
export DESIGN_NICKNAME = Reg_File
export VERILOG_FILES = /design/flow/design.v
export SDC_FILE = /design/flow/constraint.sdc
export NUM_CORES = 4
export LEC_CHECK = 1
export CORE_UTILIZATION = 50
File: flow/constraint.sdc
current_design Reg_File

set clk_period 9.6
set clk_io_pct 0.2

create_clock -name clk0 -period $clk_period [get_ports {clk}]

set non_clock_inputs [all_inputs -no_clocks]
set_input_delay [expr $clk_period * $clk_io_pct] -clock clk0 $non_clock_inputs
set_output_delay [expr $clk_period * $clk_io_pct] -clock clk0 [all_outputs]
File: flow/design.v
`timescale 1ns / 1ps
module Reg_File(
    input [31:0] reg_w,
    input write_enable,
    input clk,
    input rst,
    input [4:0] rs1_enc,
    input [4:0] rs2_enc,
    input [4:0] reg_enc_write,
    output [31:0] rs1,
    output [31:0] rs2
    );
    reg [31:0] x[31:0];                      
    reg [31:0] rs[1:0];
    wire [4:0] rs_enc[1:0];
    integer i;
    genvar j;
    always @(posedge clk or negedge rst) begin
        if(rst==1'b0)
            for(i=0;i<32;i=i+1) x[i]<=31'b0;
        else begin
            case({write_enable,reg_enc_write})
                6'd32:	x[0]<=reg_w;
                6'd33:	x[1]<=reg_w;
                6'd34:	x[2]<=reg_w;
                6'd35:	x[3]<=reg_w;
                6'd36:	x[4]<=reg_w;
                6'd37:	x[5]<=reg_w;
                6'd38:	x[6]<=reg_w;
                6'd39:	x[7]<=reg_w;
                6'd40:	x[8]<=reg_w;
                6'd41:	x[9]<=reg_w;
                6'd42:	x[10]<=reg_w;
                6'd43:	x[11]<=reg_w;
                6'd44:	x[12]<=reg_w;
                6'd45:	x[13]<=reg_w;
                6'd46:	x[14]<=reg_w;
                6'd47:	x[15]<=reg_w;
                6'd48:	x[16]<=reg_w;
                6'd49:	x[17]<=reg_w;
                6'd50:	x[18]<=reg_w;
                6'd51:	x[19]<=reg_w;
                6'd52:	x[20]<=reg_w;
                6'd53:	x[21]<=reg_w;
                6'd54:	x[22]<=reg_w;
                6'd55:	x[23]<=reg_w;
                6'd56:	x[24]<=reg_w;
                6'd57:	x[25]<=reg_w;
                6'd58:	x[26]<=reg_w;
                6'd59:	x[27]<=reg_w;
                6'd60:	x[28]<=reg_w;
                6'd61:	x[29]<=reg_w;
                6'd62:	x[30]<=reg_w;
                6'd63:	x[31]<=reg_w;
            endcase
        end
    end
    generate
        for(j=0;j<2;j=j+1) begin
            always @(*) begin
                case(rs_enc[j])
                    5'd0:	rs[j]=x[0];
                    5'd1:	rs[j]=x[1];
                    5'd2:	rs[j]=x[2];
                    5'd3:	rs[j]=x[3];
                    5'd4:	rs[j]=x[4];
                    5'd5:	rs[j]=x[5];
                    5'd6:	rs[j]=x[6];
                    5'd7:	rs[j]=x[7];
                    5'd8:	rs[j]=x[8];
                    5'd9:	rs[j]=x[9];
                    5'd10:	rs[j]=x[10];
                    5'd11:	rs[j]=x[11];
                    5'd12:	rs[j]=x[12];
                    5'd13:	rs[j]=x[13];
                    5'd14:	rs[j]=x[14];
                    5'd15:	rs[j]=x[15];
                    5'd16:	rs[j]=x[16];
                    5'd17:	rs[j]=x[17];
                    5'd18:	rs[j]=x[18];
                    5'd19:	rs[j]=x[19];
                    5'd20:	rs[j]=x[20];
                    5'd21:	rs[j]=x[21];
                    5'd22:	rs[j]=x[22];
                    5'd23:	rs[j]=x[23];
                    5'd24:	rs[j]=x[24];
                    5'd25:	rs[j]=x[25];
                    5'd26:	rs[j]=x[26];
                    5'd27:	rs[j]=x[27];
                    5'd28:	rs[j]=x[28];
                    5'd29:	rs[j]=x[29];
                    5'd30:	rs[j]=x[30];
                    5'd31:	rs[j]=x[31];
                endcase
            end
        end
    endgenerate
    assign rs_enc[0]=rs1_enc,rs_enc[1]=rs2_enc,rs1=rs[0],rs2=rs[1];
endmodule
module Decoder32(
    input [4:0] i_5,
    output reg[31:0] reg_decoder
);
    always @(*) begin
        case(i_5)
            5'd0:	reg_decoder<=32'd1;
            5'd1:	reg_decoder<=32'd2;
            5'd2:	reg_decoder<=32'd4;
            5'd3:	reg_decoder<=32'd8;
            5'd4:	reg_decoder<=32'd16;
            5'd5:	reg_decoder<=32'd32;
            5'd6:	reg_decoder<=32'd64;
            5'd7:	reg_decoder<=32'd128;
            5'd8:	reg_decoder<=32'd256;
            5'd9:	reg_decoder<=32'd512;
            5'd10:	reg_decoder<=32'd1024;
            5'd11:	reg_decoder<=32'd2048;
            5'd12:	reg_decoder<=32'd4096;
            5'd13:	reg_decoder<=32'd8192;
            5'd14:	reg_decoder<=32'd16384;
            5'd15:	reg_decoder<=32'd32768;
            5'd16:	reg_decoder<=32'd65536;
            5'd17:	reg_decoder<=32'd131072;
            5'd18:	reg_decoder<=32'd262144;
            5'd19:	reg_decoder<=32'd524288;
            5'd20:	reg_decoder<=32'd1048576;
            5'd21:	reg_decoder<=32'd2097152;
            5'd22:	reg_decoder<=32'd4194304;
            5'd23:	reg_decoder<=32'd8388608;
            5'd24:	reg_decoder<=32'd16777216;
            5'd25:	reg_decoder<=32'd33554432;
            5'd26:	reg_decoder<=32'd67108864;
            5'd27:	reg_decoder<=32'd134217728;
            5'd28:	reg_decoder<=32'd268435456;
            5'd29:	reg_decoder<=32'd536870912;
            5'd30:	reg_decoder<=32'd1073741824;
            5'd31:	reg_decoder<=32'd2147483648;
        endcase
    end
endmodule        
File: flow/run.sh
#!/bin/bash
# OpenROAD 26Q1-2900-gdf79404cd8, Yosys 0.63+post, stock flow scripts
make -C /OpenROAD-flow-scripts/flow DESIGN_CONFIG=/design/flow/config.mk WORK_HOME=/design/flow/orfs finish
==> qor.txt <==
Final setup violation count: 0
Max Freq: 0.118 GHz
crit path DAT: 6.57 ns
Seq share, synth: 49.9%
Post-Syn Area per Cell: 11.8 µm²
number of optimization iterations in the first detailed-route pass: 7
initial antenna violation count: 21
final number of max-transition violations: 0
flip-flop cell with the highest count after synthesis: dfrtp_1
proportion of power drawn by the clock network: 37.8%
Max-area cell share: 49.9%
Worst Setup EP: rs1[11]
portion of netlist area occupied by mux cells: 23.4%
total number of cells along the worst setup path: 10
Chip Area, Yosys: 0.0513 mm²
count of filler cells inserted in the layout: 8242
warning count from the yosys run: 3
capturing point of the worst reg2reg path: x[28][27]
Critical Path Fanout Max: 16
cell total in the yosys stat output: 4358
XOR/XNOR Area Share: 0%
maximum buffer depth of the clock tree: 3
Min Clock Period, post-route: 8.49 ns
weighted congestion at the end of routability-driven global placement: 1.06
distinct lib cells: 68
total number of vias: 45522
largest registers: x: 1024 flops
post-route DRC violation count: 0
combined global-route utilization of all metal layers: 55.7%
Biggest register: x
delay contributed by the slowest stage of the critical path: 0.82 ns
internal power summed over all cells: 8.90 mW
status: completed
final core utilization: 58.0%
Post-synth area hogs: dfrtp_1 (50%), mux2_2 (23%), a22oi_1 (11%), buf_2 (1.7%), nand2_1 (1.7%)
clock root buffer: clkbuf_16
leakage power summed over all cells: 25.7 nW
worst min-delay path category: reg -> reg
number of buffer and inverter stages on the critical path: 4
transition time at the pin with the least slew margin: 1.18 ns
largest voltage drop on the vdd net: 216 µV
adder and majority cell fraction of the synthesized area: 0%
source of the critical timing path: rs1_enc[0]
switch share: 28.7%
power per standard cell area: 212 mW/mm²
number of clock sinks: 1024
cell type with the largest total area after synthesis: dfrtp_1
quantity of gates resized following cts: 0
number of levels in the clock H-tree: 3
HPWL Detailed: 165000 µm
IO Port Bufs: 113
area fraction in and, or, nand and nor cells after synthesis: 7.10%
setup tns final: 0 ns
wire length of the first global-routing pass: 372000 µm
max FFs per register: 1024
hold-fix buffer count after cts: 0
CP Data Required Time: 7.68 ns
layout-stage area growth over the synthesis result: 14.9%
clock tree from TritonCTS: yes
average wire length per cell after detail routing: 46.3 µm
fp_density: 50.4%
Die Footprint: 0.104 mm²
die span in x: 322 µm
clock latency on the worst-skew pair: 0.72 ns
part of the total power dissipated in sequential elements: 48.0%
number of clock buffers inserted by TritonCTS: 112
list of most frequent post-synthesis cells: mux2_2 (1044), dfrtp_1 (1024), a22oi_1 (769)
net switching power: 3.59 mW
number of antenna-violating nets in the routed design: 0
Rel. slew slack: 21.0%
die span in y: 322 µm
# IOs: 114
layout cells sized above 1: 35.7%
clock slew at the register clock pins of the worst setup and hold paths: 0.07 ns
Core Box Area: 0.102 mm²
maximum clock skew at final layout: 0 ns
largest net degree at the start of global routing: 127
worst reg-to-reg path cell count: 1
number of buffers inserted to repair setup after CTS: 0
number of design-rule violations left by the first detailed-router iteration: 5975
Async SR Flop Fraction: 100%
GRT Residual Overflow: 0
kind of capture point of the worst setup path: output pin
beginning of the worst register-to-register path: x[28][27]
Synth flops: 1024
vias in the first global route: 44024
DRT Wirelength: 274000 µm
Yosys top cell by instances: mux2_2
library cell contributing the largest single delay on the critical path: nor2_4
kind of cell adding the most delay to the critical path: buffers and inverters
post-synthesis compound-gate area fraction: 15.9%
period utilization: 88.4%
sort of element at the start of the critical path: primary input
Syn Std Cell Area: 0.0513 mm²
max capacitance violation total: 0
count of flip-flops with a built-in enable after synthesis: 0
Critical Path, Cell by Cell: clkdlybuf4s50_1 -> buf_4 -> or2_2 -> nor2_4 -> buf_4 -> a22oi_1 -> nand4_1 -> nor2_1 -> a21oi_1 -> clkdlybuf4s50_1
number of failing hold endpoints at the final stage: 0
combinational fraction of design power: 14.2%
main combinational cell family by area after synthesis: multiplexers
number of instances in the synthesized netlist: 4358
RSZ-0062 raised after global routing: no
Row Count: 117
reg2reg setup slack: 8.65 ns
Setup Crit Path Kind: in -> out
mean number of vias per cell: 7.71
Tool Warnings: 41
[through the flow]
step / total power, mW / area (µm²) / hold slack (ns) / cells / setup slack [ns]
4_1_cts: 12.4 / 58900 / 0.508 / 5880 / 1.47
3_3_place_gp: 7.71 / 54900 / 0.488 / 5674 / 1.53
3_5_place_dp: 7.74 / 54900 / 0.493 / 5674 / 1.49
5_1_grt: 12.8 / 58900 / 0.537 / 5888 / 1.29
6_report: 12.5 / 59000 / 0.509 / 5902 / 1.11
2_1_floorplan: 6.77 / 51300 / 0.479 / 4358 / 4.24
[cells by family (layout without fill, tap and decap cells)]
| kind of cell | after synthesis | in the layout |
|---|---|---|
| and+or+nand+nor | 740 | 740 |
| muxes | 1066 | 1066 |
| other | 0 | 22 |
| DFF | 1024 | 1024 |
| AOI/OAI and AO/OA | 1094 | 1094 |
| buffers and inverters | 434 | 588 |
[power by group through the flow]
stage / logic, mW / registers (mW) / clock network [mW]
after CTS: 1.74 / 5.95 / 4.73
after global routing: 1.87 / 6.07 / 4.89
final: 1.78 / 6.00 / 4.72
[cells in the final DEF (no fill, tap or decap), types with 7 or more instances in the layout]
cell type | netlist | final
nor4_1 | 29 | 27
a22o_1 | 55 | 55
nor3_1 | 78 | 72
nor2_1 | 152 | 96
clkinv_2 | 0 | 18
a222oi_1 | 19 | 19
a32oi_1 | 20 | 20
dfrtp_1 | 1024 | 1024
a2111oi_0 | 10 | 10
nand2b_1 | 15 | 13
clkdlybuf4s50_1 | 0 | 105
a31oi_1 | 20 | 20
a221oi_1 | 29 | 29
mux2_2 | 1044 | 1044
o22a_1 | 9 | 9
and3_1 | 8 | 8
nand3_1 | 43 | 43
nand2_2 | 1 | 13
clkbuf_8 | 0 | 24
o21ai_0 | 35 | 35
diode_2 | 0 | 22
bufinv_16 | 0 | 18
and2_1 | 9 | 9
nand2_1 | 226 | 214
nor2_4 | 4 | 64
mux2i_1 | 18 | 18
clkbuf_16 | 0 | 112
nand3b_1 | 10 | 10
a21oi_1 | 82 | 82
inv_1 | 7 | 7
a22oi_1 | 769 | 769
nand4_1 | 109 | 109
buf_4 | 19 | 249
a211oi_1 | 7 | 7
clkbuf_1 | 189 | 16
buf_12 | 0 | 13
nor2b_1 | 12 | 11
[cell type report]
class,instances,area (µm²),area share [%]
Timing Repair Buffer,374,3230,5.47
Inverter,8,30.0,0.0509
Sequential cell,1024,25600,43.4
Clock buffer,152,3190,5.41
Antenna cell,22,55.1,0.0933
Clock inverter,54,800,1.36
Multi-Input combinational cell,2900,24300,41.3
Tap cell,1368,1710,2.90
[worst min-delay path by stage]
stage / start / to / cells after the start
4_1_cts: x[16][1] / x[16][1] / 1
5_1_grt: x[16][1] / x[16][1] / 1
6_report: x[16][1] / x[16][1] / 1
[metal layers]
layer  global-route usage, %  wire length [µm]
met1                    71.5             94900
met2                    69.5            105000
met3                    37.8             49900
met4                    33.2             23100
met5                    4.12               705
Power is estimated from default activity; no workload was simulated.
