**flow/run.sh**
```bash
#!/bin/bash
# OpenROAD 26Q1-2900-gdf79404cd8, Yosys 0.63+post, stock flow scripts
make -C /OpenROAD-flow-scripts/flow DESIGN_CONFIG=/design/flow/config.mk WORK_HOME=/design/flow/orfs finish
```
**flow/config.mk**
```make
export PLATFORM = sky130hd
export DESIGN_NAME = LRU_Cache
export DESIGN_NICKNAME = LRU_Cache
export VERILOG_FILES = /design/flow/design.v
export SDC_FILE = /design/flow/constraint.sdc
export NUM_CORES = 4
export LEC_CHECK = 1
export CORE_UTILIZATION = 40
```
**flow/constraint.sdc**
```tcl
current_design LRU_Cache

set clk_period 5.5
set clk_io_pct 0.2

create_clock -name clk0 -period $clk_period [get_ports {clk}]

set non_clock_inputs [all_inputs -no_clocks]
set_input_delay [expr $clk_period * $clk_io_pct] -clock clk0 $non_clock_inputs
set_output_delay [expr $clk_period * $clk_io_pct] -clock clk0 [all_outputs]
```
**flow/design.v**
```verilog
`timescale 1ns / 1ps
module LRU_Cache#(
    parameter NUM_LINES=4,
    parameter VALUE_WIDTH=32,
    parameter TAG_WIDTH=4
    )(           
    input clk,
    input rst,
    input select,            
    input [TAG_WIDTH-1:0] input_tag,
    input [VALUE_WIDTH-1:0] new_value,
    input RD_,               
    input WR_,               
    input is_new,            
    output cache_miss,
    output memwrite,         
    output [TAG_WIDTH-1:0] tag_write,
    output [VALUE_WIDTH-1:0] value_write
    );
    reg[TAG_WIDTH-1:0] tags[NUM_LINES-1:0];
    reg[VALUE_WIDTH-1:0] values[NUM_LINES-1:0];
    reg[VALUE_WIDTH-1:0] read_buf;
    reg[NUM_LINES-1:0] valid;                
    reg[NUM_LINES-1:0] dirty;                
    wire[NUM_LINES-1:0] right_shift_en_hit;      
    wire[NUM_LINES-1:0] write_en;            
    reg[TAG_WIDTH-1:0] next_tag[NUM_LINES-1:0];
    reg[VALUE_WIDTH-1:0] next_value[NUM_LINES-1:0];
    reg next_dirty[NUM_LINES-1:0];
    reg cache_miss;
    wire[NUM_LINES-1:0] compare;
    wire[TAG_WIDTH-1:0] tags0=tags[0];
    wire[TAG_WIDTH-1:0] tags1=tags[1];
    wire[TAG_WIDTH-1:0] tags2=tags[2];
    wire[TAG_WIDTH-1:0] tags3=tags[3];
    wire[VALUE_WIDTH-1:0] values0=values[0];
    wire[VALUE_WIDTH-1:0] values1=values[1];
    wire[VALUE_WIDTH-1:0] values2=values[2];
    wire[VALUE_WIDTH-1:0] values3=values[3];
    integer i;
    genvar g;
    generate
        for(g=0;g<NUM_LINES;g=g+1) begin
            assign compare[g]=(input_tag==tags[g])&valid[g];    
        end
    endgenerate
    assign right_shift_en_hit[NUM_LINES-1]=compare[NUM_LINES-1];
    generate
        for(g=0;g<NUM_LINES-1;g=g+1) begin
            assign right_shift_en_hit[g]=compare[g]|right_shift_en_hit[g+1];
        end
    endgenerate
    always @(*) begin
        case(valid&compare)
            4'd0:       cache_miss=1'b1;
            default:    cache_miss=1'b0;
        endcase
    end
    assign write_en=({NUM_LINES{(~WR_)|(~RD_)}})&(right_shift_en_hit|{NUM_LINES{cache_miss}})&({NUM_LINES{(~cache_miss)|(~WR_)}});
    always @(*) begin
        case({WR_,compare})
            5'd17:  next_value[0]=values[0];
            5'd18:  next_value[0]=values[1];
            5'd20:	next_value[0]=values[2];
            5'd24:	next_value[0]=values[3];
            default:    next_value[0]=new_value;
        endcase
    end
    always @(*) begin   
        next_tag[0]=input_tag;
    end
    always @(*) begin
        for(i=1;i<NUM_LINES;i=i+1) begin
            next_value[i]=values[i-1];
            next_tag[i]=tags[i-1];
        end
    end
    always @(*) begin
        case({WR_,compare})
            6'd17:  next_dirty[0]=dirty[0];
            6'd18:  next_dirty[0]=dirty[1];
            6'd20:  next_dirty[0]=dirty[2];
            6'd24:  next_dirty[0]=dirty[3];
            default:    next_dirty[0]=~is_new;
        endcase
    end
    always @(*) begin
        for(i=1;i<NUM_LINES;i=i+1) begin
            next_dirty[i]=dirty[i-1];
        end
    end
    always @(posedge clk or negedge rst) begin
        if(rst==1'b0)   read_buf<={VALUE_WIDTH{1'b0}};
        else begin
            if((~RD_)&(~cache_miss)) begin
                case(compare)
                    4'd1:   read_buf<=values[0];
                    4'd2:   read_buf<=values[1];
                    4'd4:   read_buf<=values[2];
                    4'd8:   read_buf<=values[3];
                endcase
            end
        end
    end
    always @(posedge clk or negedge rst) begin
        if(rst==1'b0) begin
            for(i=0;i<NUM_LINES;i=i+1) begin
                tags[i]<={TAG_WIDTH{1'b0}};
                values[i]<={VALUE_WIDTH{1'b0}};
                dirty[i]<={NUM_LINES{1'b0}};
            end
        end
        else begin
            for(i=0;i<NUM_LINES;i=i+1) begin
                if(write_en[i]) begin
                    tags[i]<=next_tag[i];
                    values[i]<=next_value[i];
                    dirty[i]<=next_dirty[i];
                end
            end
        end
    end
    always @(posedge clk or negedge rst) begin
        if(rst==1'b0) begin
            valid<={NUM_LINES{1'b0}};
        end
        else begin
            if((~WR_)&select&cache_miss)
                valid<={valid,1'b1};
        end
    end
    assign tag_write=tags[NUM_LINES-1];
    assign value_write=values[NUM_LINES-1];
    assign memwrite=dirty[NUM_LINES-1]&(~WR_)&select&cache_miss;
endmodule
```
==> flow_metrics.env <==
# physical design summary
export IMPL_outcome="completed"
export IMPL_yosysTopAreaCellShare_pct=48.27
export IMPL_timing_setup_critical_path_class="in -> out"
export IMPL_num_antenna_cells=0
export IMPL_vdd_drop_max_v=0.0002905
export IMPL_period_needed_ns=4.657
export IMPL_cts_num_sinks=152
export IMPL_netlist_top_cell_by_area="dfrtp_1"
export IMPL_cts_max_level=4
export IMPL_drt_drc_violations_left=0
export IMPL_largest_fanout_on_the_critical_path=5
export IMPL_core_area_um2=19020
export IMPL_dr_pass1_iters=10
export IMPL_pin_count=80
export IMPL_grt_pass1_vias=6041
export IMPL_syn_instance_count=680
export IMPL_syn_mean_instance_area_um2=11.59
export IMPL_worst_path_most_repeated_cell="clkdlybuf4s50_1"
export IMPL_yosys_top_cells_area="dfrtp_1 (48%), mux2_1 (7.1%), mux2_2 (6.3%), and2_1 (5.2%), and3_1 (5.2%)"
export IMPL_core_util_floorplan_pct=41.43
export IMPL_ff2ff_path_depth=8
export IMPL_post_route_period_util_pct=84.67
export IMPL_log_warning_count=25
export IMPL_synth_seq_share_pct=48.27
export IMPL_gp_congestion=0.8172
export IMPL_static_leakage_power_nw=3.733
export IMPL_r2r_end="values[0][19]"
export IMPL_synth_flop_count=152
export IMPL_rsz0062_at_grt="false"
export IMPL_antenna_found_initial=0
export IMPL_power_sequential_fraction_pct=38.1
export IMPL_tightest_slew_ns=0.6657
export IMPL_clkSlewWorstSetupHoldPaths_ns=0.06
export IMPL_detail_route_wl_per_cell_um=20.91
export IMPL_power_share_switching_pct=32.97
export IMPL_die_height_um=142.4
export IMPL_area_growth_syn_to_layout_pct=19.67
export IMPL_timing_hold_ws_ns=0.4842
export IMPL_hold_class="reg -> reg"
export IMPL_net_switching_power_mw=1.717
export IMPL_finalSetupViolations=0
export IMPL_vias=5877
export IMPL_fin_setup_tns_ns=0
export IMPL_summed_instance_area_of_the_synthesized_netlist_um2=7880
export IMPL_cp_arrival_ns=3.56
export IMPL_totalWireLength_um=21020
export IMPL_kind_of_capture_point_of_the_worst_setup_path="output port"
export IMPL_critical_path_required_ns=4.40
export IMPL_crit_path_top_delay_cell="clkdlybuf4s50_1"
export IMPL_synth_cells_yosys=680
export IMPL_slew_limit_headroom_pct=55.40
export IMPL_tritoncts_num_buffers=17
export IMPL_grt_first_pass_wirelength_um=33660
export IMPL_globalRoute_totalOverflow=0
export IMPL_cap_violations=0
export IMPL_worstPathCellList="clkdlybuf4s50_1, xor2_1, or4_4, nand3_1, nor4b_2, and2_1, clkdlybuf4s50_1"
export IMPL_synth_chip_area_um2=7880
export IMPL_route_antenna_remaining_nets=0
export IMPL_fmax_mhz=214.7
export IMPL_drive_gt1_share_pct=18.52
export IMPL_cts_hold_repair_buffers=0
export IMPL_final_hold_violation_count=0
export IMPL_rrSetupSlack_ns=2.30
export IMPL_comb_power_share_pct=39.4
export IMPL_slew_viol_final=0
export IMPL_worst_skew_pair_late_latency_ns=0.42
export IMPL_hold_depth=1
export IMPL_cp_start_kind="input pin"
export IMPL_core_rowCount=50
export IMPL_post_route_skew_ns=0.008527
export IMPL_chipWidth_um=142.4
export IMPL_drtIter0Drc=484
export IMPL_rr_startpoint="tags[3][3]"
export IMPL_cts_setup_buffers=0
export IMPL_grt_start_max_net_pins=71
export IMPL_route_detailed_vias_per_inst=5.848
export IMPL_postCtsResizedCells=0
export IMPL_cts_buffer_depth=2
export IMPL_synth_warning_count=6
export IMPL_worst_path_buf_inv=2
export IMPL_root_buffer="clkbuf_16"
export IMPL_combGateArea_um2=3749
export IMPL_critical_hold_path_startpoint="values[0][9]"
export IMPL_globalRouteTotalUtil_pct=22.28
export IMPL_flop_area_um2=3804
export IMPL_cp_top_family="buffers and inverters"
export IMPL_n_fill_cell=1656
export IMPL_power_internal_mw=3.491
export IMPL_tritoncts_clock_tree="done"
export IMPL_buffer_ports_inserted=79
export IMPL_cpPeakStageDelay_ns=0.61
export IMPL_hold_path_end="values[1][9]"
export IMPL_clock_network_fraction_of_design_power_pct=22.5
export IMPL_synth_distinct_cells=41
export IMPL_power_density_cell_area_nw_per_um2=552.3
export IMPL_hpwl_um=11560
export IMPL_die_outline_area_um2=20260
-- layer usage --
layer	GRT usage [%]	share of wire [%]
met1	34.07	44
met2	32.66	45
met3	7.060	9.0
met4	3.339	1.2
met5	0	0
-- cell usage after synthesis, drive strengths merged --
| master | number |
|---|---|
| a211oi | 1 |
| a21bo | 1 |
| a21o | 1 |
| a21oi | 2 |
| a222oi | 33 |
| a31o | 1 |
| a31oi | 34 |
| and2 | 66 |
| and3 | 66 |
| and4 | 2 |
| buf | 25 |
| clkbuf | 40 |
| clkinv | 1 |
| dfrtp | 152 |
| mux2 | 118 |
| nand2 | 2 |
| nand3 | 4 |
| nand4 | 1 |
| nor2 | 3 |
| nor2b | 1 |
| nor3 | 35 |
| nor4b | 1 |
| o21ai | 67 |
| o21bai | 1 |
| o22ai | 1 |
| o41ai | 1 |
| or2 | 2 |
| or4 | 1 |
| xnor2 | 9 |
| xor2 | 8 |
-- worst max path at each step --
stage	startpoint	cells after the start	to	slack [ns]
CTS	input_tag[0]	7	memwrite	0.85
global route	input_tag[0]	7	memwrite	0.68
finish	input_tag[0]	7	memwrite	0.84
-- metrics by stage --
step                std cells  setup WS (ns)  area (um^2)  utilization [%]  power [mW]
floorplan                 680          2.036         7880                -       3.309
global placement          973         0.9003         8836            46.46       4.002
global route             1005         0.6831         9430            49.59       5.528
CTS                      1005         0.8546         9430            49.59       5.236
finish                   1005         0.8431         9430            49.59       5.208
detailed placement        973         0.8781         8836            46.46       4.043
-- cells in the final DEF, fill, tap and decap left out, types with 17 or more instances in the layout --
| cell type | n |
|---|---|
| a31oi_1 | 33 |
| and3_1 | 66 |
| buf_4 | 17 |
| o21ai_0 | 66 |
| a222oi_1 | 33 |
| clkdlybuf4s50_1 | 77 |
| mux2_1 | 50 |
| clkbuf_16 | 17 |
| nor3_1 | 33 |
| mux2_2 | 44 |
| and2_1 | 66 |
| mux2_4 | 24 |
| dfrtp_1 | 152 |
-- area by class of cell --
type | instances | share of cell area, %
Sequential cell | 152 | 40.33
Timing Repair Buffer | 98 | 10.12
Clock buffer | 24 | 5.320
Inverter | 1 | 0.03980
Clock inverter | 8 | 0.9818
Tap cell | 260 | 3.450
Multi-Input combinational cell | 462 | 39.75
-- worst reg2reg max path, cell delays in order, from the launching register on --
cell and delay, ns:
dfrtp_1 0.41, xor2_1 0.15, nor2_1 0.17, nand4_2 0.47
buf_4 0.47, xnor2_2 0.60, buf_4 0.45, a222oi_1 0.16
a31oi_1 0.23
-- flip-flops by register name, indices dropped and copies added, names as in the netlist --
name / count
values: 128
tags: 16
dirty: 4
valid: 4
-- cell families after synthesis --
kind of cell	Yosys count	share of synthesized area (%)
buf+inv	66	4.493
mux	118	18.01
compound gates	143	12.81
flops	152	48.27
xor+xnor	17	1.985
simple gates	184	14.43
-- power groups by stage --
stage	clock [mW]	combinational, mW	sequential [mW]
after CTS	1.19	2.06	1.98
after global routing	1.24	2.23	2.05
final	1.17	2.05	1.98
Power is estimated from default activity; no workload was simulated.
