--- ./design.v ---
`timescale 1ns / 1ps
module IExecute(
    input clk,
    input rst,
    input EXEBufEn,
    input [32-1:0] ALUopr1,
    input [32-1:0] ALUopr2,
    input [7:0] ALUOp,
    input sgn,
    input isJump,
    input [3:0] branch_type,
    input [32-1:0] PC_curr,
    input [32-1:0] Store_src,
    input pc_ins_type,
    output EXEHold,
    output reg [32-1:0] branch_resolution_address,
    output reg misprediction,
    output reg isJump_reg,
    output reg [32-1:0] EXE_Result,
);
    parameter SRA=8'd6;
    localparam SHAMT_WIDTH=$clog2(32);
    genvar g;
    wire [32:0] Adder;
    wire [32-1:0] AND_Unit;
    wire [32-1:0] OR_Unit;
    wire [32-1:0] XOR_Unit;
    wire [32-1:0] shifted_left_all[32-1:0];
    wire [32-1:0] shifted_right_all[32-1:0];
    wire [32-1:0] shift_left;
    wire extend, shift_overflow;
    wire isBranch;
    wire compare;
    wire misprediction_w;
    reg compare_LT;
    assign Adder={sgn&ALUopr1[32-1],ALUopr1}+{(sgn&ALUopr2[32-1])^subtract,ALUopr2^{32{subtract}}}+subtract;
    assign AND_Unit=ALUopr1&ALUopr2;
    assign OR_Unit=ALUopr1|ALUopr2;
    assign XOR_Unit=ALUopr1^ALUopr2;
    generate
        for(g=0;g<32;g=g+1) begin
            assign shifted_left_all[g]={ALUopr1[32-g-1:0],{g{1'b0}}};
            assign shifted_right_all[g]={{g{sgn}},ALUopr1[32-1:g]};
        end
    endgenerate
    assign subtract=ALUOp[1];
    assign extend=(ALUOp==SRA)&ALUopr2[32-1];
    assign shift_overflow=|ALUopr2[32-1:SHAMT_WIDTH];
    assign shift_left={32{~shift_overflow}}&shifted_left_all[ALUopr2[SHAMT_WIDTH-1:0]];
    always @(*) begin
        case({ALUopr1[32-1],ALUopr2[32-1]})
            2'b01:
                compare_LT=1'b1;
            2'b10:
                compare_LT=1'b0; 
            default: 
                compare_LT=Adder[32-1];
        endcase
    end
    assign isBranch=~(branch_type[3])&(|branch_type[2:0]);
    assign compare=((branch_type[0]&(|XOR_Unit))|(branch_type[1]&compare_LT))^branch_type[2];
        assign misprediction_w=compare; 
    always @(posedge clk or negedge rst) begin
        if(rst==1'b0) begin
            misprediction<=1'b0;
            branch_resolution_address<={32{1'b0}};
            isJump_reg<=1'b0;
        end
        else begin
            misprediction<=misprediction_w;
            branch_resolution_address<=PC_curr+ALUopr2;
            isJump_reg<=isJump;
        end
    end
    always @(posedge clk or negedge rst) begin
        if(rst==1'b0)
            EXE_Result<={32{1'b0}};
        else if(EXEBufEn) begin
            (*parallel_case,full_case*)
            casez({branch_type[3],ALUOp})
                {1'b0,7'b00000?1}:
                    EXE_Result<=Adder;
                {1'b1,7'b00000?1}:
                    EXE_Result<={{32-1{1'b0}},compare_LT};
                {1'b?,7'b0000100}:
                    EXE_Result<=AND_Unit;
                {1'b?,7'b0001000}:
                    EXE_Result<=OR_Unit;
                {1'b?,7'b0010000}:
                    EXE_Result<=XOR_Unit;
                {1'b?,7'b0100000}:
                    EXE_Result<=shifted_left_all[ALUopr2[SHAMT_WIDTH-1:0]];
                {1'b?,7'b1000000}:
                    EXE_Result<=shifted_right_all[ALUopr2[SHAMT_WIDTH-1:0]];
            endcase
        end
    end
endmodule
--- ./run.sh ---
#!/bin/bash
# OpenROAD 26Q1-2900-gdf79404cd8, Yosys 0.63+post, stock flow scripts
make -C /OpenROAD-flow-scripts/flow DESIGN_CONFIG=/design/flow/config.mk WORK_HOME=/design/flow/orfs finish
--- ./config.mk ---
export PLATFORM = sky130hd
export DESIGN_NAME = IExecute
export DESIGN_NICKNAME = IExecute
export VERILOG_FILES = /design/flow/design.v
export SDC_FILE = /design/flow/constraint.sdc
export NUM_CORES = 4
export LEC_CHECK = 1
export CORE_UTILIZATION = 40
--- ./constraint.sdc ---
current_design IExecute

set clk_period 1.0
set clk_io_pct 0.2

create_clock -name clk0 -period $clk_period [get_ports {clk}]

set non_clock_inputs [all_inputs -no_clocks]
set_input_delay [expr $clk_period * $clk_io_pct] -clock clk0 $non_clock_inputs
set_output_delay [expr $clk_period * $clk_io_pct] -clock clk0 [all_outputs]
==> CHANGELOG.md <==
### Metrics

- Run status: aborted with a tool error
- Last flow stage reached: global routing
- Error message: [ERROR GRT-0232] Routing congestion too high. Check the congestion heatmap in the GUI.
- Rows: 67
- Post-synth seq share: 0.1205
- Synthesized instance count: 1,977
- Area figure in the yosys stat output: 13,700 sq um
- H-tree depth: 3
- Seq cells post-synth: 66
- Count of input and output buffers: 178
- Fraction of synthesis flops using an asynchronous set or reset pin: 1.000
- WEP type: sequential cell input
- Max clock buf depth: 2
- Fp util: 0.4076
- Yosys synthesis warning count: 3
- Pin count of the biggest net entering global routing: 42
- Placed cell count: 3,142
- Number of sinks handled by clock tree synthesis: 66
- Final Wtd Congestion: 1.203
- Post-place instance area: 21,760 sq um
- TritonCTS Buffers: 9
- Count of library flops with an enable pin: 0
- Cell area after synthesis: 13,700 sq um
- Worst slack at placement: -3252 ps
- Worst endpoint after global-route timing repair: EXE_Result[29]$_DFFE_PN0P_/D
- Detailed placer's ending HPWL: 74.65 mm
- Distinct cell type count of the synthesized netlist: 77
- Count of instantiated cells in the yosys netlist: 1,977
- Prevailing post-synth register cell: dfrtp_1
- Mean instance size in the synthesized netlist: 6.931 sq um
- Clk root buf: clkbuf_16
- I/O pin count: 213
- Die span in y: 187.1 um
- Die width: 187.1 um
cells in the mapped netlist, types with 54 or more instances:
master | count | area [sq um]
nand4_1 | 99 | 619.3
o21ai_0 | 81 | 405.4
clkbuf_1 | 184 | 690.7
a22o_1 | 56 | 490.5
nor2_1 | 81 | 304.0
a21oi_1 | 85 | 425.4
a221oi_1 | 90 | 788.3
nand3_1 | 54 | 270.3
dfrtp_1 | 66 | 1652
inv_1 | 85 | 319.1
ha_1 | 126 | 1577
nand2_1 | 284 | 1066
a22oi_1 | 181 | 1359
kinds of logic after synthesis:
kind of cell | Yosys count | share of synthesized area
AOI/OAI and AO/OA | 713 | 0.3798
and+or+nand+nor | 669 | 0.2355
buffers and inverters | 308 | 0.08619
adders and majority gates | 128 | 0.1180
xor gates and xnor gates | 83 | 0.05305
DFF | 66 | 0.1205
muxes | 9 | 0.006666
other | 1 | 0.0002737
what timing repair did:
| item | CTS |
|---|---|
| pin swaps | 186 |
| gates resized | 709 |
| hold endpoints to repair | 66 |
| cloned | 5 |
| buffers inserted | 111 |
| endpoints found under the setup margin | 130 |
